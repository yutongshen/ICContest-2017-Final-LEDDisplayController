==> /design/flow/design.v <==
module DataReceiver(DCK, DAI, DEN, rst, addr, data, en1, en2);
input           DCK;
input           DAI;
input           DEN;
input           rst;
output   [ 8:0] addr;
output   [15:0] data;
output          en1;
output          en2;
reg             en1;
reg             en2;
reg      [16:0] r_data;
reg      [ 9:0] wd_addr;
reg             wd_addr_add;
reg      [ 1:0] in_cs;
reg      [ 1:0] in_ns;
reg             en_wd;
parameter [1:0] IN_IDLE   = 2'b00,
                IN_ACTION = 2'b01,
                IN_SAVE   = 2'b10;
integer i;
always @(posedge DCK or posedge rst) begin
  if (rst) in_cs <= IN_IDLE;
  else     in_cs <= in_ns;
end
always @(*) begin
  in_ns = in_cs;
  case (in_cs)
    IN_IDLE: begin
      if (DEN)  in_ns = IN_ACTION;
    end
    IN_ACTION: begin
      if (~DEN) in_ns = IN_SAVE;
    end
    IN_SAVE: begin
                in_ns = IN_IDLE;
    end
  endcase
end
always @(*) begin
  wd_addr_add = 0;
  en_wd = 1;
  case (in_cs)
    IN_ACTION: begin
      if (~DEN) en_wd = 0;
    end
    IN_SAVE: begin
      wd_addr_add = 1;
    end
  endcase
end
assign addr = wd_addr[8:0];
assign data = r_data[15:0];
always @(posedge DCK or posedge rst) begin
  if (rst) begin
    wd_addr <= 10'b0;
  end
  else if (wd_addr_add) begin
    wd_addr <= wd_addr + 10'b1;
  end
end
always @(posedge DCK or posedge rst) begin
  if (rst) r_data <= 16'b0;
  else begin
    r_data[16] <= DAI;
    for (i = 0; i < 16; i = i + 1) begin
      r_data[i] <= r_data[i + 1];
    end
  end
end
always @(posedge DCK) begin
  en1 <= en_wd | wd_addr[9];
  en2 <= en_wd | ~wd_addr[9];
end
endmodule
==> /design/flow/run.sh <==
#!/bin/bash
# OpenROAD 26Q1-2900-gdf79404cd8, Yosys 0.63+post, stock flow scripts
make -C /OpenROAD-flow-scripts/flow DESIGN_CONFIG=/design/flow/config.mk WORK_HOME=/design/flow/orfs finish
==> /design/flow/config.mk <==
export PLATFORM = sky130hd
export DESIGN_NAME = DataReceiver
export DESIGN_NICKNAME = DataReceiver
export VERILOG_FILES = /design/flow/design.v
export SDC_FILE = /design/flow/constraint.sdc
export NUM_CORES = 4
export LEC_CHECK = 1
export CORE_AREA = 10 10 114 114
export DIE_AREA = 0 0 124 124
export SYNTH_HDL_FRONTEND = slang
==> /design/flow/constraint.sdc <==
current_design DataReceiver

set clk_period 1.6
set clk_io_pct 0.2

create_clock -name clk0 -period $clk_period [get_ports {DCK}]

set non_clock_inputs [all_inputs -no_clocks]
set_input_delay [expr $clk_period * $clk_io_pct] -clock clk0 $non_clock_inputs
set_output_delay [expr $clk_period * $clk_io_pct] -clock clk0 [all_outputs]
==> results.py <==
# Synthesis and PnR figures
metrics = {
    "route": {
        "first_iter_violations": 15,
        "wl_per_cell_microns": 9.907,
        "drtPass1Iterations": 2,
        "wirelength_microns": 2348,
        "ant_nets": 0,
        "post-route-drc-count": 0,
        "viasPerCell": 2.447,
        "diodes": 0,
        "vias": 580,
    },
    "setup_path": {
        "cp_slowest_stage_delay_ps": 510,
        "critPathTopFamily": "buffers and inverters",
        "path_class": "reg2out",
        "cp_num_buf_inv": 1,
        "cp_cell_sequence": "clkdlybuf4s50_1",
        "start_kind": "flip-flop",
        "critPathCaptureType": "output pin",
        "worstPathArrival_ps": 1200,
        "cp.required_ps": 1280,
        "cp_slowest_cell": "clkdlybuf4s50_1",
        "cp_max_fo": 4,
    },
    "global_route": {
        "gr-total-overflow": 0,
        "first_global_vias": 586,
        "antenna_found_initial": 0,
        "grt_max_degree": 31,
        "grt_pass1_wl_microns": 3663,
        "grt_usage_pct": 3.157,
    },
    "final_timing": {
        "setup-tns-final_ps": 0,
        "drv_slew": 0,
        "slew_headroom_pct": 86.60,
        "max_freq_ghz": 0.6558,
        "setup_slack_ps": 75.16,
        "tightest_slew_ps": 200.7,
        "fin_skew_ps": 4.991,
        "rsz0062_at_grt": "no",
        "hold_viol": 0,
        "finalSetupViolations": 0,
        "fin_crit_sh_pct": 95.30,
        "min_period_ps": 1525,
    },
    "synthesis": {
        "ys_sh_xor_pct": 6.625,
        "yosys.area_share.simple_pct": 7.676,
        "compound_area_share_pct": 0.7361,
        "ys.flops": 32,
        "yosysChipArea_sq_mm": 0.001190,
        "muxShareOfSynthArea_pct": 0.9464,
        "ys_seq_share_pct": 66.56,
        "top_logic_kind": "buffers and inverters",
        "synth.avg_cell_area_sq_um": 13.84,
        "syn_area_sq_mm": 0.001190,
        "adder_share_pct": 1.052,
        "ys_warn_count": 0,
        "synthCells": 86,
        "ys_cells": 86,
        "ys_types": 20,
    },
    "power": {
        "seqPwrFrac_pct": 52.2,
        "ir_worst_vdd_mv": 0.4408,
        "p_clk_share_pct": 36.7,
        "switching_share_pct": 21.52,
        "p_leak_nw": 0.6588,
        "combPwrFrac_pct": 11.0,
        "p_per_area_mw_per_mm2": 1131,
        "internal_power_w": 0.001422,
        "p_switching_w": 0.0003899,
    },
    "clocking": {
        "cts.sink_count": 32,
        "cts_hold_buf": 0,
        "numCtsBuffers": 5,
        "clkTransAtPathRegs_ps": 70,
        "cts_tree": "yes",
        "insertion_delay_ps": 270,
        "h-tree-depth": 2,
        "cts-root-buf": "clkbuf_8",
        "cts_max_path_buffers": 2,
    },
    "worst_hold_path": {
        "hp-class": "reg2reg",
    },
    "die": {
        "initial_core_util_pct": 11.42,
        "dieArea_sq_mm": 0.01538,
        "core_area_sq_mm": 0.01042,
        "die_height_microns": 124,
        "die_width_microns": 124,
        "rows": 37,
        "num_io_pins": 31,
    },
    "cells_and_area": {
        "fin_util_pct": 15.39,
        "drive_gt1_share_pct": 16.83,
        "lay_top_cells": "clkdlybuf4s50_1, dfrtp_1, xnor2_1, clkbuf_8, nand2_1",
        "stdcell_count": 237,
        "seq_area_sq_um": 794.5,
        "lay_top_count": "clkdlybuf4s50_1",
        "area_growth_pct": 34.70,
        "area.combinational_sq_um": 202.7,
        "fillers": 1143,
    },
    "outcome": {
        "status": "finished clean",
    },
    "flow_run": {
        "openroad.warnings": 25,
        "cap_viol_max_count": 0,
    },
    "placed_design": {
        "place.port_buffers": 30,
        "hpwl_microns": 1802,
        "dp.cells": 228,
        "place_ws_ps": 327.5,
        "gp_congestion": 0.7056,
    },
}
==> power by group through the flow <==
stage | combinational [W] | clock (W) | sequential (W)
4_1_cts | 0.000211 | 0.000711 | 0.000948
6_report | 0.000200 | 0.000666 | 0.000947
5_1_grt | 0.000228 | 0.000742 | 0.000961
==> layout make-up <==
class / count / share of cell area (%)
Sequential cell: 32 / 49.57
Timing Repair Buffer: 32 / 20.45
Multi-Input combinational cell: 27 / 12.65
Tap cell: 136 / 10.62
Clock buffer: 8 / 6.245
Inverter: 2 / 0.4684
==> routing by layer <==
| metal | up-vias | GRT usage, % | routed length [microns] |
|---|---|---|---|
| met4 | 0 | 0.5036 | 21 |
| li1 | 284 | - | - |
| met3 | 2 | 1.699 | 282 |
| met5 | - | 0 | 0 |
| met2 | 25 | 4.007 | 907 |
| met1 | 269 | 4.661 | 1136 |
==> stage by stage <==
stage	area, sq um	total power (W)	hold slack [ps]
after global placement	1493	0.001168	336.7
after CTS	1593	0.001869	356.2
after floorplan	1190	0.001079	331.2
after detailed placement	1493	0.001171	341.0
after global routing	1603	0.001931	370.4
final	1603	0.001812	350.2
==> cells in the mapped netlist <==
master     n  area [sq um]
buf_4     25         187.7
and4_1     1         8.760
dfrtp_1   29         725.7
xor2_1     2         17.52
dfstp_2    1         26.28
nor2_1     2         7.510
inv_1      2         7.510
ha_1       1         12.51
a21o_2     1         8.760
xnor2_1    7         61.31
nand2_1    4         15.01
dfxtp_1    2         40.04
mux2_2     1         11.26
nor2b_1    1         6.260
and4_4     1         11.26
nand3_1    2         10.01
and3_2     1         7.510
nand4_1    1         6.260
nand2b_1   1         6.260
nand4_2    1         12.51
==> final timing paths <==
check,cells past startpoint,endpoint,from,slack [ps]
max,1,addr[7],wd_addr[7],80
min,0,r_data[15],r_data[16],350
max reg2reg,4,wd_addr[6],wd_addr[0],400
min reg2reg,0,r_data[15],r_data[16],350
max in group asynchronous,3,in_cs[0],rst,960
min in group asynchronous,3,r_data[2],rst,380
==> what timing repair did <==
action | in CTS | in global routing
buffers inserted | 0 | 1
hold endpoints to repair | 0 | 0
endpoints found under the setup margin | 0 | 3
resized | 0 | 2
==> state kept, by name, indices dropped and copies added (netlist names) <==
register,count
r_data,17
wd_addr,10
in_cs,3
en1,1
en2,1
==> cell families (layout without fill, tap and decap cells) <==
| group | Yosys count | count (layout) |
|---|---|---|
| buf+inv | 27 | 42 |
| compound gates | 1 | 1 |
| fa+ha+maj | 1 | 1 |
| mux | 1 | 1 |
| xor+xnor | 9 | 9 |
| flops | 32 | 32 |
| simple gates | 15 | 15 |
Power figures rest on the tool's default switching activity, not on a simulated workload.
