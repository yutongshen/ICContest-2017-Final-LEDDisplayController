[./run.sh]
#!/bin/bash
# OpenROAD 26Q1-2900-gdf79404cd8, Yosys 0.63+post, stock flow scripts
make -C /OpenROAD-flow-scripts/flow DESIGN_CONFIG=/design/flow/config.mk WORK_HOME=/design/flow/orfs finish
[./config.mk]
export PLATFORM = sky130hd
export DESIGN_NAME = PWMConvert
export DESIGN_NICKNAME = PWMConvert
export VERILOG_FILES = /design/flow/design.v
export SDC_FILE = /design/flow/constraint.sdc
export NUM_CORES = 4
export LEC_CHECK = 1
export CORE_UTILIZATION = 30
export SYNTH_HDL_FRONTEND = slang
[./constraint.sdc]
current_design PWMConvert

set clk_period 17.9
set clk_io_pct 0.2

create_clock -name clk0 -period $clk_period [get_ports {GCK}]

set non_clock_inputs [all_inputs -no_clocks]
set_input_delay [expr $clk_period * $clk_io_pct] -clock clk0 $non_clock_inputs
set_output_delay [expr $clk_period * $clk_io_pct] -clock clk0 [all_outputs]
[./design.v]
module PWMConvert(GCK, Vsync, mode, rst, OUT, data, addr, en);
input            GCK;
input            Vsync;
input            mode;
input            rst;
input     [15:0] data;
output    [15:0] OUT;
output    [ 8:0] addr;
output           en;
reg       [15:0] OUT;
reg              en;
reg       [10:0] rd_addr;
reg       [15:0] rd_reg     [0:15];
reg       [15:0] out_buffer [0:15];
reg       [ 2:0] out_cs;
reg       [ 2:0] out_ns;
reg              push_reg;
reg              rd_addr_add;
reg              push_buffer;
reg              r_push_reg;
reg              r_push_buffer;
reg              r_carry_60;
reg       [ 4:0] cnt;
parameter [ 2:0] OUT_IDLE   = 3'b000,
                 OUT_ACTION = 3'b001,
                 OUT_SEND   = 3'b010,
                 OUT_PUSH   = 3'b011,
                 OUT_STALL  = 3'b100;
integer i;
always @(posedge GCK or posedge rst) begin
  if (rst) out_cs <= OUT_IDLE;
  else     out_cs <= out_ns;
end
always @(*) begin
  out_ns = out_cs;
  case (out_cs)
    OUT_IDLE: begin
      out_ns = OUT_ACTION;
    end
    OUT_ACTION: begin
      if (cnt[4]) out_ns = OUT_SEND;
    end
    OUT_SEND: begin
      if (~Vsync) out_ns = OUT_PUSH;
    end
    OUT_PUSH: begin
      out_ns = OUT_STALL;
    end
    OUT_STALL: begin
      out_ns = OUT_IDLE;
    end
  endcase
end
always @(*) begin
  push_reg     = 1'b0;
  rd_addr_add  = 1'b0;
  push_buffer  = 1'b0;
  case (out_cs)
    OUT_ACTION: begin
      push_reg = 1'b1;
      rd_addr_add  = 1'b1;
    end
    OUT_PUSH: begin
      push_buffer  = 1'b1;
    end
  endcase
end
always @(posedge GCK or posedge rst) begin
  if (rst) begin
    r_push_reg     <= 1'b0;
    r_carry_60     <= 1'b0;
    r_push_buffer  <= 1'b0;
  end
  else begin
    r_push_reg     <= push_reg;  
    r_carry_60     <= ~rd_addr[9];
    r_push_buffer  <= push_buffer;
  end
end
assign addr = rd_addr[8:0];
always @(posedge GCK or posedge rst) begin
  if (rst)      cnt <= 5'b0;
  else begin
    if (~Vsync) cnt <= 5'b1;
    else        cnt <= cnt + 5'b1;
  end
end
always @(posedge GCK or posedge rst) begin
  if (rst)    en <= 1'b0;
  else begin
    if (mode) en <= rd_addr[10];
    else      en <= rd_addr[9];
  end
end
always @(posedge GCK or posedge rst) begin
  if (rst)           rd_addr <= 11'h10;
  else begin
    if (rd_addr_add) rd_addr <= rd_addr + 11'b1;
  end
end
always @(posedge GCK or posedge rst) begin
  if (rst) begin
    for (i = 0; i < 16; i = i + 1) begin
      rd_reg[i] <= 15'b0;
    end
  end
  else begin
    if (r_push_reg) begin
      rd_reg[15] <= mode ? {1'b0, data[15:1]} + (data[0] & r_carry_60) : data;
      for (i = 0; i < 15; i = i + 1) begin
        rd_reg[i] <= rd_reg[i + 1];
      end
    end
  end
end
always @(posedge GCK or posedge rst) begin
  if (rst) begin
    OUT <= 16'b0;
    for (i = 0; i < 16; i = i + 1) begin
      out_buffer[i] <= 16'b0;
    end
  end
  else begin
    for (i = 0; i < 16; i = i + 1) begin
      {OUT[i], out_buffer[i]} <= r_push_buffer ? ({1'b1, ~rd_reg[i]}) : {OUT[i], out_buffer[i]} + 17'b1;
    end
  end
end
endmodule
==> results.cfg <==
; yosys + openroad results
[setup_path]
critPathArrivalTime_ns = 6.61
critPathRequiredTime_ns = 18.50
crit_fanout = 131
worst_setup_path_start_kind = input pin
rrSetupSlack_ns = 14.54
crit_type = in -> async
end_kind = asynchronous set/reset pin
reg2reg_depth = 6

[cts]
cts_resized = 0
cts_made_buffers = 59
clk_latency_ns = 0.62
htreeDepth = 2
clock_sinks = 552
cts_setup_buffers = 0
cts_buffer_depth = 3
cts_tree = yes
root_buffer = clkbuf_16
cts_hold_buf = 0
clk_pin_slew_ns = 0.06

[final_timing]
finalCritPeriodShare = 0.336
fin_skew_ns = 0.0178
tns_ns = 0
clock.fmax_mhz = 166
post-route-min-period_ns = 6.01
setup_violations = 0
finalHoldViolCount = 0
drv_slew = 0
fin_ws_ns = 11.89
tightest_slew_ns = 0.977
rsz0062_at_grt = no
slew_headroom = 0.343

[yosys]
async_reset_ff_frac = 1.00
yosys.stat.seqShare = 0.549
syn_area_mm2 = 0.0252
yosys.area.top_type_share = 0.547
top_area_cell = dfrtp_1
synth-edff-count = 0
synth-main-ff-cell = dfrtp_1
synth_top_cell_by_count = dfrtp_1
top_cells_by_count = dfrtp_1 (550), mux2_2 (246), nand2_1 (192), mux2i_1 (141), xnor2_1 (136)
synthCells = 2155
ys_cells = 2155
yosysWarnings = 0
area_leaders = dfrtp_1 (55%), mux2_2 (11%), mux2i_1 (5.6%), xnor2_1 (4.7%), nand2_1 (2.9%)
ys_area_mm2 = 0.0252
ys.flops = 552
synth.distinct_cells = 54
avgSynthCellArea_um2 = 11.7

[grt]
grt_max_degree = 132
track_usage = 0.126
overflow = 0
grt_pass1_vias = 16130
antenna_found_initial = 1
grt_pass1_wl_um = 86700

[floorplanning]
die_w_um = 292
std_cell_rows = 105
die_h_um = 292
core_mm2 = 0.0825
io-pin-count = 46
chipArea_mm2 = 0.0850
initCoreUtil = 0.305

[worst_hold_path]
min_path_cells = 0
hp-class = reg -> reg

[routing]
vias_per_cell = 4.88
routed_wl_um = 51000
drc = 0
first_pass_iters = 4
vias = 16131
antennaDiodeCount = 0
drtIter0Drc = 1044
wl_per_cell_um = 15.4
ant_nets = 0

[run]
warnings = 29
cap_violations = 0

[power_and_ir_drop]
power_leakage_nw = 13.2
p_per_area_mw_per_mm2 = 88.6
total_power_w = 0.00255
vdd_drop_max_mv = 0.0696

[placement]
placed_cells = 3194
pre_cts_slack_ns = 11.05
io_buffer_count = 45
place.gp.congestion = 0.830
dp_hpwl_um = 33200

[final_layout]
layout.cells.non_filler = 3304
post-route-util = 0.349
drive_gt1_frac = 0.177
syn2layout_area_growth_pct = 14.3

[status]
status = completed
[power by group]
part | internal (W) | switching (W)
Combinational | 0.00000887 | 0.0000300
Sequential | 0.00125 | 0.00000101
Clock | 0.000757 | 0.000503
Total | 0.00202 | 0.000534
[cell usage in the layout (no fill, tap or decap), types with 6 or more instances in the layout]
cell type,synthesis,final
dfrtp_1,550,548
inv_1,55,53
o221ai_1,18,18
xnor2_1,136,136
ha_1,20,20
clkbuf_8,0,16
a21oi_1,36,36
and4_1,17,17
or3_1,20,20
mux2_2,246,246
nor3_1,86,86
nand2_1,192,192
clkdlybuf4s50_1,0,45
o21ai_0,99,99
xor2_1,43,43
clkinv_2,0,13
o21a_1,14,14
a31oi_1,32,32
and3_1,19,19
buf_4,9,19
nor2_1,49,49
and2_1,25,25
o31a_1,10,10
bufinv_16,0,6
clkbuf_1,69,9
nand3_1,82,82
mux2i_1,141,141
nand4_1,48,48
nor4_1,53,53
clkbuf_16,0,59
[worst paths after layout]
kind                                   startpoint                       end
hold / removal                out_cs[4]$_DFF_PP0_       out_cs[1]$_DFF_PP0_
min in group asynchronous                     rst   rd_reg[139]$_DFFE_PP0P_
max in group clk0          rd_addr[4]$_DFFE_PP1P_                   addr[4]
setup / recovery                              rst      r_push_reg$_DFF_PP0_
hold reg to reg               out_cs[4]$_DFF_PP0_       out_cs[1]$_DFF_PP0_
setup reg to reg              out_cs[1]$_DFF_PP0_  out_buffer[93]$_DFF_PP0_
[cell families (layout without fill, tap and decap cells)]
logic type	count (synthesis)	after routing	share of synthesized area
AOI/OAI and AO/OA	233	233	0.0563
xor gates and xnor gates	179	179	0.0623
adders and majority gates	20	20	0.00995
buffers and inverters	153	232	0.0249
DFF	552	552	0.549
muxes	387	387	0.166
and+or+nand+nor	631	631	0.131
[layer usage]
layer / up-vias / share of wire / GRT usage
li1: 7796 / - / -
met1: 8037 / 0.49 / 0.196
met2: 236 / 0.45 / 0.188
met3: 62 / 0.045 / 0.0258
met4: 0 / 0.017 / 0.0209
met5: - / 0 / 0
[layout make-up]
type	count	area (um2)
clock inverters	26	302
repair buffers	66	633
multi-input cells	1450	10700
fillers	7802	53700
flip-flops and latches	552	13800
inverters	56	221
well taps	1070	1340
clock buffers	84	1730
[worst max-delay path, cell delays in order]
cell and delay [ns]:
clkdlybuf4s50_1 0.46, clkinvlp_4 0.44, buf_4 0.69, buf_12 0.56, buf_4 0.69
[per-stage QoR]
stage	hold WS [ns]	instance area (um2)
CTS	0.349	28800
global route	0.370	28800
global placement	0.335	26700
floorplan	0.331	25200
finish	0.346	28800
detailed placement	0.336	26700
